$ cat run.sh
#!/bin/bash
# OpenROAD 26Q1-2900-gdf79404cd8, Yosys 0.63+post, stock flow scripts
make -C /OpenROAD-flow-scripts/flow DESIGN_CONFIG=/design/flow/config.mk WORK_HOME=/design/flow/orfs finish
$ cat config.mk
export PLATFORM = sky130hd
export DESIGN_NAME = spi_controller
export DESIGN_NICKNAME = spi_controller
export VERILOG_FILES = /design/flow/design.v
export SDC_FILE = /design/flow/constraint.sdc
export NUM_CORES = 4
export LEC_CHECK = 1
export CORE_UTILIZATION = 30
$ cat constraint.sdc
current_design spi_controller

set clk_period 8.5
set clk_io_pct 0.2

create_clock -name clk0 -period $clk_period [get_ports {wb_clk_i}]

set non_clock_inputs [all_inputs -no_clocks]
set_input_delay [expr $clk_period * $clk_io_pct] -clock clk0 $non_clock_inputs
set_output_delay [expr $clk_period * $clk_io_pct] -clock clk0 [all_outputs]
$ cat design.v
module spi_controller(
    input         wb_clk_i,
    input         wb_rst_i,
    input         wbs_we_i,
    input         wbs_cyc_i,
    input         wbs_stb_i,
    input  [0:3]  wbs_sel_i,
    input  [0:31] wbs_adr_i,
    input  [0:31] wbs_dat_i,
    output [0:31] wbs_dat_o,
    output        wbs_ack_o,
    output        adc0_adc3wire_clk,
    output        adc0_adc3wire_data,
    output        adc0_adc3wire_strobe,
    output        adc0_adc_reset,
    output        adc0_mmcm_reset,
    output        adc0_psclk,
    output        adc0_psen,
    output        adc0_psincdec,
    input         adc0_psdone,
    input         adc0_clk,
    output        adc1_adc3wire_clk,
    output        adc1_adc3wire_data,
    output        adc1_adc3wire_strobe,
    output        adc1_adc_reset,
    output        adc1_mmcm_reset,
    output        adc1_psclk,
    output        adc1_psen,
    output        adc1_psincdec,
    input         adc1_psdone,
    input         adc1_clk             
  );
  parameter C_BASEADDR    = 32'h00000000;
  parameter C_HIGHADDR    = 32'h0000FFFF;
  parameter C_WB_AWIDTH   = 32;
  parameter C_WB_DWIDTH   = 32;
  parameter C_FAMILY      = "";
  parameter INTERLEAVED_0 = 0;
  parameter INTERLEAVED_1 = 0;
  parameter AUTOCONFIG_0  = 0;
  parameter AUTOCONFIG_1  = 0;
  wire [15:0] adc0_config_data;
  wire  [3:0] adc0_config_addr;
  wire        adc0_config_start;
  wire        adc0_config_done;
  wire [15:0] adc1_config_data;
  wire  [3:0] adc1_config_addr;
  wire        adc1_config_start;
  wire        adc1_config_done;
  wire        adc0_reset;
  wire        adc1_reset;
  wire addr_match = wbs_adr_i >= C_BASEADDR && wbs_adr_i <= C_HIGHADDR;
  wire [31:0] wbs_addr = wbs_adr_i - C_BASEADDR;
  reg wbs_ack;
  reg adc0_reset_reg;
  reg adc1_reset_reg;
  assign adc0_reset = adc0_reset_reg;
  assign adc1_reset = adc1_reset_reg;
  reg adc0_mmcm_psen_reg;
  reg adc0_mmcm_psincdec_reg;
  assign adc0_psen     = adc0_mmcm_psen_reg;
  assign adc0_psincdec = adc0_mmcm_psincdec_reg;
  assign adc0_psclk    = wb_clk_i;
  reg adc1_mmcm_psen_reg;
  reg adc1_mmcm_psincdec_reg;
  assign adc1_psen     = adc1_mmcm_psen_reg;
  assign adc1_psincdec = adc1_mmcm_psincdec_reg;
  assign adc1_psclk    = wb_clk_i;
  reg [15:0] adc0_config_data_reg;
  reg  [3:0] adc0_config_addr_reg;
  reg        adc0_config_start_reg;
  assign adc0_config_data  = adc0_config_data_reg;
  assign adc0_config_addr  = adc0_config_addr_reg;
  assign adc0_config_start = adc0_config_start_reg;
  reg [15:0] adc1_config_data_reg;
  reg  [3:0] adc1_config_addr_reg;
  reg        adc1_config_start_reg;
  assign adc1_config_data  = adc1_config_data_reg;
  assign adc1_config_addr  = adc1_config_addr_reg;
  assign adc1_config_start = adc1_config_start_reg;
  always @(posedge wb_clk_i) begin
    wbs_ack <= 1'b0;
    adc0_reset_reg <= 1'b0;
    adc1_reset_reg <= 1'b0;
    adc0_mmcm_psen_reg <= 1'b0;
    adc1_mmcm_psen_reg <= 1'b0;
    adc0_config_start_reg <= 1'b0;
    adc1_config_start_reg <= 1'b0;
    if (wb_rst_i) begin
    end else begin
      if (addr_match && !wbs_ack) begin
        wbs_ack <= 1'b1;
        if (wbs_we_i && wbs_stb_i && wbs_cyc_i) begin
          case (wbs_addr[3:2])
            0:  begin
              if (wbs_sel_i[3]) begin
                adc0_reset_reg <= wbs_dat_i[31];
                adc1_reset_reg <= wbs_dat_i[30];
              end
              if (wbs_sel_i[1]) begin
                adc0_mmcm_psen_reg <= wbs_dat_i[15];
                adc1_mmcm_psen_reg <= wbs_dat_i[11];
                adc0_mmcm_psincdec_reg <= wbs_dat_i[14];
                adc1_mmcm_psincdec_reg <= wbs_dat_i[10];
              end
            end
            1:  begin
              if (wbs_sel_i[3]) begin
                adc0_config_start_reg <= wbs_dat_i[31];
              end
              if (wbs_sel_i[2]) begin
                adc0_config_addr_reg <= wbs_dat_i[20:23];
              end
              if (wbs_sel_i[1]) begin
                adc0_config_data_reg[7:0] <= wbs_dat_i[8:15];
              end
              if (wbs_sel_i[0]) begin
                adc0_config_data_reg[15:8] <= wbs_dat_i[0:7];
              end
            end
            2:  begin
              if (wbs_sel_i[3]) begin
                adc1_config_start_reg <= wbs_dat_i[31];
              end
              if (wbs_sel_i[2]) begin
                adc1_config_addr_reg <= wbs_dat_i[20:23];
              end
              if (wbs_sel_i[1]) begin
                adc1_config_data_reg[7:0] <= wbs_dat_i[8:15];
              end
              if (wbs_sel_i[0]) begin
                adc1_config_data_reg[15:8] <= wbs_dat_i[0:7];
              end
            end
            3:  begin
            end
          endcase
        end
      end
    end
  end
  reg [31:0] wbs_dat_out;
  always @(*) begin
    case (wbs_addr[3:2])
      0: wbs_dat_out <= {2'b0, adc1_psdone, adc0_psdone, 4'b0, 2'b0, adc1_mmcm_psincdec_reg, adc1_mmcm_psen_reg, 2'b0, adc0_mmcm_psincdec_reg, adc0_mmcm_psen_reg, 16'b0};
      1: wbs_dat_out <= {adc0_config_data_reg[15:8], adc0_config_data_reg[7:0], 4'b0, adc0_config_addr_reg, 7'b0, adc0_config_done};
      2: wbs_dat_out <= {adc1_config_data_reg[15:8], adc1_config_data_reg[7:0], 4'b0, adc1_config_addr_reg, 7'b0, adc1_config_done};
      3: wbs_dat_out <= {32'b0};
    endcase
  end
  assign wbs_dat_o = wbs_ack_o ? wbs_dat_out : 32'b0;
  assign wbs_ack_o  = wbs_ack;
  reg [7:0] adc0_reset_counter;
  reg [7:0] adc1_reset_counter;
  reg adc0_reset_iob;
  reg adc1_reset_iob;
  always @(posedge wb_clk_i) begin
    if (wb_rst_i) begin
      adc0_reset_counter <= {8{1'b1}};
      adc1_reset_counter <= {8{1'b1}};
      adc0_reset_iob <= 1'b1;
      adc1_reset_iob <= 1'b1;
    end else begin
      adc0_reset_iob <= adc0_reset;
      adc1_reset_iob <= adc1_reset;
      if (adc0_reset_counter) begin
        adc0_reset_counter <= adc0_reset_counter - 1;
      end
      if (adc1_reset_counter) begin
        adc1_reset_counter <= adc1_reset_counter - 1;
      end
      if (adc0_reset) begin
        adc0_reset_counter <= {8{1'b1}};
      end
      if (adc1_reset) begin
        adc1_reset_counter <= {8{1'b1}};
      end
    end
  end
  assign adc0_mmcm_reset = adc0_reset_counter != 0;
  assign adc1_mmcm_reset = adc1_reset_counter != 0;
  assign adc0_adc_reset = adc0_reset_iob;
  assign adc1_adc_reset = adc1_reset_iob;
  wire clk0_done;
  wire clk0_en;
  localparam CONFIG_IDLE      = 0;
  localparam CONFIG_CLKWAIT   = 1;
  localparam CONFIG_DATA      = 2;
  localparam CONFIG_FINISH    = 3;
  reg [1:0] adc0_state;
  reg [31:0] adc0_config_data_shift;
  reg [4:0] adc0_config_progress;
  always @(posedge wb_clk_i) begin
    if (wb_rst_i) begin
      adc0_state <= CONFIG_IDLE;
    end else begin
      case (adc0_state)
        CONFIG_IDLE: begin
          if (adc0_config_start) begin
            adc0_state <= CONFIG_CLKWAIT;
            adc0_config_data_shift <= {12'b1, adc0_config_addr, adc0_config_data};
          end
        end
        CONFIG_CLKWAIT: begin
          if (clk0_done) begin
            adc0_state <= CONFIG_DATA;
            adc0_config_progress <= 0;
          end
        end 
        CONFIG_DATA: begin
          if (clk0_done) begin
            adc0_config_data_shift <= adc0_config_data_shift << 1;
            adc0_config_progress <= adc0_config_progress + 1;
            if (adc0_config_progress == 31) begin
              adc0_state <= CONFIG_FINISH;
            end
          end
        end
        CONFIG_FINISH: begin
          if (clk0_done) begin
            adc0_state <= CONFIG_IDLE;
          end
        end
        default: begin
          adc0_state <= CONFIG_IDLE;
        end
      endcase
    end
  end
  assign adc0_config_done = adc0_state == CONFIG_IDLE;
  reg [3:0] clk0_counter;
  always @(posedge wb_clk_i) begin
    if (clk0_en) begin
      clk0_counter <= clk0_counter + 1;
    end else begin
      clk0_counter <= 4'b0;
    end
  end
  assign clk0_done = clk0_counter == 4'b1111;
  assign clk0_en   = adc0_state != CONFIG_IDLE;
  assign adc0_adc3wire_strobe = !(adc0_state == CONFIG_DATA);
  assign adc0_adc3wire_data   = adc0_config_data_shift[31];
  assign adc0_adc3wire_clk    = clk0_counter[3];
  wire clk1_done;
  wire clk1_en;
  reg [1:0] adc1_state;
  reg [31:0] adc1_config_data_shift;
  reg [4:0] adc1_config_progress;
  always @(posedge wb_clk_i) begin
    if (wb_rst_i) begin
      adc1_state <= CONFIG_IDLE;
    end else begin
      case (adc1_state)
        CONFIG_IDLE: begin
          if (adc1_config_start) begin
            adc1_state <= CONFIG_CLKWAIT;
            adc1_config_data_shift <= {12'b1, adc1_config_addr, adc1_config_data};
          end
        end
        CONFIG_CLKWAIT: begin
          if (clk1_done) begin
            adc1_state <= CONFIG_DATA;
            adc1_config_progress <= 0;
          end
        end 
        CONFIG_DATA: begin
          if (clk1_done) begin
            adc1_config_data_shift <= adc1_config_data_shift << 1;
            adc1_config_progress <= adc1_config_progress + 1;
            if (adc1_config_progress == 31) begin
              adc1_state <= CONFIG_FINISH;
            end
          end
        end
        CONFIG_FINISH: begin
          if (clk1_done) begin
            adc1_state <= CONFIG_IDLE;
          end
        end
        default: begin
          adc1_state <= CONFIG_IDLE;
        end
      endcase
    end
  end
  assign adc1_config_done = adc1_state == CONFIG_IDLE;
  reg [3:0] clk1_counter;
  always @(posedge wb_clk_i) begin
    if (clk1_en) begin
      clk1_counter <= clk1_counter + 1;
    end else begin
      clk1_counter <= 4'b0;
    end
  end
  assign clk1_done = clk1_counter == 4'b1111;
  assign clk1_en   = adc1_state != CONFIG_IDLE;
  assign adc1_adc3wire_strobe = adc1_state == CONFIG_DATA;
  assign adc1_adc3wire_data   = adc1_config_data_shift[31];
  assign adc1_adc3wire_clk    = clk0_counter[3];
endmodule
==> results.py <==
# Auto-generated metrics
metrics = {
    "layout": {
        "final_cell_count_no_fill": 864,
        "syn_to_final_growth_pct": 28.74,
        "post-route-cell-area_um2": 8447,
        "layout-drive-gt1-share_pct": 15.45,
        "fillCellCount": 1922,
        "reg_top3": "adc0_config_data_shift (32), adc1_config_data_shift (32)",
    },
    "drt": {
        "drt_iter0_markers": 240,
        "firstDrtPassIters": 4,
        "diodes": 0,
        "met3_length_um": 774,
        "detail_route.wl_per_cell_um": 14.72,
        "total_wire_length_after_detailed_routing_um": 12720,
        "ant_nets": 0,
        "route.detailed.drc": 0,
        "wl_met2_um": 5893,
        "detailroute.via_count": 3972,
        "top_layer": "met4",
        "wl_met1_um": 5893,
        "vias_per_cell": 4.597,
    },
    "hold_path": {
        "launch_instance_of_the_worst_min_delay_path": "clk0_counter[0]",
        "hold_path_end": "clk0_counter[0]",
        "worstHoldPathCells": 1,
        "worst_hold_path_type": "flop to flop",
    },
    "worst_setup_path": {
        "worst_setup_path_end_kind": "primary output",
        "critical_path.max_fanout": 2,
        "r2r_setup_slack_ps": 5890,
        "startpoint_type": "clock port",
        "reg2reg_to": "adc0_config_data_shift[6]",
        "arrival_ps": 4900,
        "critical_path.reg2reg.startpoint": "adc0_state[0]",
        "critical_path_required_ps": 6800,
        "ff2ff_path_depth": 7,
        "critPathKind": "clock port to primary output",
    },
    "die": {
        "chipHeight_um": 149.9,
        "floorplan.io_pins": 126,
        "coreArea_um2": 21220,
        "initCoreUtil_pct": 30.92,
        "dieArea_um2": 22470,
        "fp.dieW_um": 149.9,
        "floorplan.rows": 53,
    },
    "cts": {
        "post_cts_resized": 0,
        "ctsHoldBuffers": 0,
        "clk-insertion-delay-late_ps": 530,
        "tritoncts": "yes",
        "worst_setup_hold_path_clk_slew_ps": 60,
        "postCtsSetupRepairBufs": 0,
    },
    "yosys": {
        "synth_chip_area_um2": 6561,
        "ys_seq_share_pct": 64.38,
        "synth-async-reset-ratio_pct": 0,
        "yosys_most_used_dff": "sky130_fd_sc_hd__edfxtp_1",
        "yosys.area.top_type": "sky130_fd_sc_hd__edfxtp_1",
        "area_leaders": "sky130_fd_sc_hd__edfxtp_1, sky130_fd_sc_hd__dfxtp_1, sky130_fd_sc_hd__mux2_2",
        "syn-instance-count": 483,
        "synth-edff-count": 116,
        "yosys_warnings": 1,
        "post_synth_num_cell_types": 42,
        "synth.top_cell.area_share_pct": 53.09,
        "numSynthFlops": 153,
        "netlist_area_um2": 6561,
        "avgSynthCellArea_um2": 13.58,
        "yosys_cells": 483,
    },
    "outcome": {
        "result_of_the_run": "finished, final reports clean",
    },
    "run": {
        "cap_viol_max_count": 0,
        "openroad.warnings": 59,
    },
    "timing": {
        "skew_ps": 6.999,
        "drv_slew": 0,
        "final-hold-violation-count": 0,
        "finalSetupViolCount": 0,
        "total_negative_slack_ps": 0,
        "setup_repair_after_global_routing_missed_its_margin": "no",
        "worstMarginPinSlew_ps": 791.1,
        "max-slew-margin-rel_pct": 45.90,
    },
    "placement": {
        "placed_cell_area_um2": 7719,
        "numPortBuffers": 88,
        "dp.final_hpwl_um": 8597,
        "gp_congestion": 0.7546,
        "placed_cells_incl_taps": 828,
    },
    "pwr": {
        "power.ir.vdd_worst_uv": 198.9,
        "static_leakage_uw": 0.002916,
        "power_density_nw_per_um2": 206.3,
    },
    "grt": {
        "grt_first_pass_wirelength_um": 21020,
        "grt.overflow.total": 0,
        "overall_track_demand_over_capacity_in_global_routing_pct": 12.56,
        "vias_in_the_first_global_route": 4174,
        "grt_start_max_net_pins": 44,
        "grt_antenna_before_repair": 0,
    },
}
## cell families after synthesis
| logic type | share of synthesized area (%) |
|---|---|
| simple gates | 13.81 |
| fa+ha+maj | 3.051 |
| mux | 8.200 |
| other cells | 0.05715 |
| compound gates | 4.462 |
| xor+xnor | 2.403 |
| flops | 64.38 |
| buf+inv | 3.642 |
## worst max-delay path, cell delays in order
cell and delay (ps):
sky130_fd_sc_hd__clkbuf_16 130, sky130_fd_sc_hd__clkbuf_16 130, sky130_fd_sc_hd__clkdlybuf4s50_1 390
## placed cells by master (no fill, tap or decap), types with 12 or more instances in the layout
cell / netlist / routed
sky130_fd_sc_hd__a22oi_1: 15 / 15
sky130_fd_sc_hd__and2_1: 34 / 34
sky130_fd_sc_hd__clkbuf_16: 0 / 23
sky130_fd_sc_hd__clkdlybuf4s50_1: 0 / 88
sky130_fd_sc_hd__dfxtp_1: 37 / 37
sky130_fd_sc_hd__edfxtp_1: 116 / 116
sky130_fd_sc_hd__ha_1: 16 / 16
sky130_fd_sc_hd__inv_1: 12 / 12
sky130_fd_sc_hd__mux2_2: 38 / 38
sky130_fd_sc_hd__nand2_1: 13 / 13
sky130_fd_sc_hd__nor2_1: 23 / 23
sky130_fd_sc_hd__nor2b_1: 24 / 23
sky130_fd_sc_hd__o21ai_0: 15 / 15
sky130_fd_sc_hd__xnor2_1: 12 / 12
## worst max path at each step
| stage | from | end | slack [ps] | cells after the start |
|---|---|---|---|---|
| final | wb_clk_i | adc1_psclk | 1900 | 3 |
| after global routing | wb_clk_i | adc1_psclk | 1890 | 3 |
| after CTS | wb_clk_i | adc0_psclk | 1900 | 3 |
## metal layers
metal / global-route usage [%] / up-vias
met1: 18.55 / 1906
met4: 1.717 / 0
met2: 19.07 / 127
li1: - / 1923
met3: 4.410 / 16
met5: 0 / -
## final cells by class
type | instances | area [um^2] | share of cell area [%]
sequential | 153 | 4224 | 50.01
clock buffer | 30 | 644.4 | 7.629
multi-input combinational | 291 | 2161 | 25.58
inverter | 13 | 48.80 | 0.5777
timing repair buffer | 94 | 920.9 | 10.90
clock inverter | 8 | 103.9 | 1.229
tap | 275 | 344.1 | 4.073
## Yosys cell counts, types with 4 or more instances
library cell,number
sky130_fd_sc_hd__nand2b_1,7
sky130_fd_sc_hd__ha_1,16
sky130_fd_sc_hd__nor4_1,6
sky130_fd_sc_hd__and4_1,6
sky130_fd_sc_hd__and3_1,10
sky130_fd_sc_hd__inv_1,12
sky130_fd_sc_hd__mux2_2,38
sky130_fd_sc_hd__dfxtp_1,37
sky130_fd_sc_hd__nand2_1,13
sky130_fd_sc_hd__nor3_1,6
sky130_fd_sc_hd__edfxtp_1,116
sky130_fd_sc_hd__and2_1,34
sky130_fd_sc_hd__clkbuf_1,18
sky130_fd_sc_hd__o21ai_0,15
sky130_fd_sc_hd__mux2i_1,11
sky130_fd_sc_hd__xor2_1,6
sky130_fd_sc_hd__nor2b_1,24
sky130_fd_sc_hd__nor2_1,23
sky130_fd_sc_hd__xnor2_1,12
sky130_fd_sc_hd__buf_4,14
sky130_fd_sc_hd__nand3_1,11
sky130_fd_sc_hd__o21a_1,4
sky130_fd_sc_hd__a22oi_1,15
## stage by stage
| stage | setup slack, ps | hold WS (ps) | utilization (%) | total power, uW |
|---|---|---|---|---|
| 6_report | 1904 | 453.1 | 39.81 | 1743 |
| 3_3_place_gp | 2183 | 426.9 | 36.37 | 881.1 |
| 2_1_floorplan | 2452 | 417.6 | - | 847.7 |
| 3_5_place_dp | 2183 | 438.1 | 36.37 | 882.3 |
| 4_1_cts | 1898 | 453.2 | 39.81 | 1764 |
| 5_1_grt | 1895 | 481.0 | 39.81 | 1801 |
## where the power goes
part	leakage [uW]	switching, uW	total [uW]	internal, uW
registers	0.00135	2.63	802	799
clock network	0.000369	303	892	589
logic	0.00120	19.6	48.7	29.2
Power and IR drop assume default switching activity.
