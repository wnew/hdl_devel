File: flow/config.mk
export PLATFORM = sky130hd
export DESIGN_NAME = sync_fifo
export DESIGN_NICKNAME = sync_fifo
export VERILOG_FILES = /design/flow/design.v
export SDC_FILE = /design/flow/constraint.sdc
export NUM_CORES = 4
export LEC_CHECK = 1
export CORE_UTILIZATION = 30
File: flow/constraint.sdc
current_design sync_fifo

set clk_period 3.1
set clk_io_pct 0.2

create_clock -name clk0 -period $clk_period [get_ports {clk}]

set non_clock_inputs [all_inputs -no_clocks]
set_input_delay [expr $clk_period * $clk_io_pct] -clock clk0 $non_clock_inputs
set_output_delay [expr $clk_period * $clk_io_pct] -clock clk0 [all_outputs]
File: flow/design.v
module sync_fifo
#(
   parameter DATA_WIDTH = 8,
   parameter LOG2_DEPTH = 3  
)
(
   input [DATA_WIDTH-1:0]  din,
   input wr_en,
   input rd_en,
   output [DATA_WIDTH-1:0] dout,
   output full,
   output empty,
   input clk,
   input reset
);
parameter MAX_COUNT = 2**LOG2_DEPTH;
reg   [LOG2_DEPTH-1 : 0]   rd_ptr;
reg   [LOG2_DEPTH-1 : 0]   wr_ptr;
reg   [DATA_WIDTH-1 : 0]   mem[MAX_COUNT-1 : 0];    
reg   [LOG2_DEPTH : 0]     depth_cnt;
always @(posedge clk) begin
   if(reset) begin
      wr_ptr <= 'h0;
      rd_ptr <= 'h0;
   end  
   else begin
      if(wr_en)begin
         wr_ptr <= wr_ptr+1;
      end
      if(rd_en)
         rd_ptr <= rd_ptr+1;
   end  
end 
assign empty= (depth_cnt=='h0);
assign full = (depth_cnt==MAX_COUNT);
assign dout = rd_en ? mem[rd_ptr]:'h0;
always @(posedge clk) begin
   if (wr_en)
      mem[wr_ptr] <= din;
end  
always @(posedge clk) begin
   if (reset)
      depth_cnt <= 'h0;
   else begin
      case({rd_en,wr_en})
         2'b10    :  depth_cnt <= depth_cnt-1;
         2'b01    :  depth_cnt <= depth_cnt+1;
      endcase
   end  
end  
endmodule
File: flow/run.sh
#!/bin/bash
# OpenROAD 26Q1-2900-gdf79404cd8, Yosys 0.63+post, stock flow scripts
make -C /OpenROAD-flow-scripts/flow DESIGN_CONFIG=/design/flow/config.mk WORK_HOME=/design/flow/orfs finish
==> impl_metrics.yaml <==
# flow metrics
run_status:
  status: "completed"
synth:
  ys_area_um2: 3080
  ys_cells: 170
  synth_area_um2: 3080
  top_logic_kind: "multiplexers"
  synthAoiAreaFrac_pct: 0.935
  ys_sh_mux_pct: 16.4
  synth.distinct_cells: 28
  ys_sh_adder_pct: 2.68
  xor_share_pct: 1.42
  ys.flops: 77
  avgSynthCellArea_um2: 18.1
  syn_inst: 170
  ys_seq_share_pct: 70.9
  edf_count: 64
  async_flop_share_pct: 0
  synthFlopType: "edfxtp_1"
  yosysWarnings: 1
  ys_sh_simple_pct: 5.65
floorplanning:
  dieArea_um2: 10700
  row_count: 36
  die_w_um: 103
  die_y_um: 103
  core-area_um2: 9860
  io_pins: 22
  core_util_floorplan_pct: 31.2
drt:
  first_pass_iters: 4
  drt_iter0_markers: 49
  wire_per_inst_um: 15.1
  vias: 1541
  ant_nets: 0
  antenna_cells: 0
  drc: 0
  routed_wl_um: 5210
  routed_via_density: 4.48
placement:
  dp_worst_setup_slack_ps: 250
  numPortBuffers: 21
  dp.cells: 328
  place.gp.congestion: 0.789
  post-dp-hpwl_um: 3260
cells_and_area:
  instances_no_fill: 344
  fill_cells: 910
  utilization_pct: 37.3
  areaGrowthSynthToFinish_pct: 19.5
  drive_gt1_share_pct: 17.5
cts:
  holdBufCountCts: 0
  cts_resized: 0
  cts_sinks: 77
  clk_latency_ps: 340
  clk_pin_slew_ps: 80
  cts_root_buffer: "clkbuf_8"
  postCtsSetupBuffers: 0
  cts_made_buffers: 9
  cts_max_level: 3
  clockBufferDepth: 2
  cts_tree: "done"
timing:
  fin_setup_tns_ps: 0
  rsz0062_at_grt: "no"
  relSlewSlack_pct: 61.9
  setup_viol: 0
  final_max_slew_viol_count: 0
  worst_pin_slew_ps: 570
  fmax_mhz: 360
  min_period_ps: 2770
  finalCritPeriodShare_pct: 89.5
  finalHoldViolCount: 0
  fin_skew_ps: 9.54
  fin_ws_ps: 325
critical_path:
  r2r_end: "depth_cnt[3]"
  r2r_setup_slack_ps: 1510
  arrival_ps: 2150
  worstSetupPathType: "reg -> out"
  crit_path_end_kind: "primary output"
  r2r_cells: 5
  cp.required_ps: 2480
  worstSetupEndpoint: "dout[7]"
  cp_max_fo: 16
  start_kind: "flop"
  regToRegStartpoint: "depth_cnt[2]"
min_path:
  hold_class: "reg -> reg"
  hold_start: "wr_ptr[0]"
grt:
  grt_use_total_pct: 11.1
  grt_max_degree: 17
  antenna_found_initial: 0
  grt_pass1_wl_um: 8140
  grt_pass1_vias: 1539
  gr-total-overflow: 0
power:
  leakage_nw: 1.20
  ir_drop_uv: 269
  p_total_mw: 2.14
  p_per_area_nw_per_um2: 582
job:
  maxCapViolCount: 0
  warnings: 25
sequential cells by signal (all words and copies together), names as in the netlist, named ones only:
signal and cells:
depth_cnt 4, mem 64, rd_ptr 3, wr_ptr 3
per-stage QoR:
step / hold WS [ps] / cell area, um^2
floorplan: 475 / 3080
global placement: 492 / 3480
detailed placement: 495 / 3480
CTS: 508 / 3680
global route: 560 / 3680
finish: 508 / 3680
placed cells by master (no fill, tap or decap), drive strengths merged:
cell type,Yosys,routed
edfxtp,64,64
nor2,26,26
clkdlybuf4s50,0,21
mux4,16,16
dfxtp,13,13
mux2i,11,11
buf,5,11
clkbuf,2,9
ha,5,5
nand2,4,4
nand2b,4,4
a21oi,3,3
xor2,3,3
clkinvlp,0,3
clkinv,1,3
nor3,2,2
xnor2,2,2
inv,1,2
nor4,1,1
nor4b,1,1
nor2b,1,1
nand3,1,1
a211oi,1,1
a31oi,1,1
mux2,1,1
fa,1,1
bufinv,0,1
worst min-delay path by stage:
stage	to	cells after the start
after CTS	wr_ptr[0]	2
after global routing	wr_ptr[0]	2
final	wr_ptr[0]	2
layer usage:
layer	global-route usage [%]	part of all wire, %	vias to the layer above
li1	-	-	731
met2	17.6	49	42
met1	16.1	44	760
met4	2.28	1.5	0
met5	0	0	-
met3	3.62	5.3	8
cell families after synthesis:
| group | Yosys count |
|---|---|
| buf+inv | 9 |
| xor+xnor | 5 |
| fa+ha+maj | 6 |
| mux | 28 |
| flops | 77 |
| compound gates | 5 |
| simple gates | 40 |
cell type report:
class / count / area (um^2) / area share, %
inverters: 2 / 7.51 / 0.204
clock buffers: 9 / 124 / 3.37
flip-flops and latches: 77 / 2180 / 59.3
repair buffers: 32 / 293 / 7.96
multi-input cells: 84 / 833 / 22.6
well taps: 133 / 166 / 4.52
clock inverters: 7 / 73.8 / 2.01
critical path: stages (launching register included):
cell and delay, ps:
dfxtp_1 310, buf_4 290, mux4_1 600, mux2i_1 160, nor2_1 60, clkdlybuf4s50_1 400
power by group:
part           leakage (nW)  internal (mW)  switching, mW
Clock                0.0895          0.373          0.366
Combinational         0.424          0.132         0.0952
Sequential            0.688           1.15         0.0232
Total                  1.20           1.66          0.484
synth_stat cells, drive strengths merged (2+ instances only):
library cell | count | area share, %
xor2 | 3 | 0.85
mux4 | 16 | 12
a21oi | 3 | 0.49
buf | 5 | 1.6
nor3 | 2 | 0.33
edfxtp | 64 | 62
nor2 | 26 | 3.2
nand2b | 4 | 0.81
dfxtp | 13 | 8.5
nand2 | 4 | 0.49
ha | 5 | 2.0
clkbuf | 2 | 0.24
mux2i | 11 | 3.6
xnor2 | 2 | 0.57
No activity file was given, so power comes from the tool's default toggle rates.
